## flow/run.sh

```bash
#!/bin/bash
# OpenROAD 26Q1-2900-gdf79404cd8, Yosys 0.63+post, stock flow scripts
make -C /OpenROAD-flow-scripts/flow DESIGN_CONFIG=/design/flow/config.mk WORK_HOME=/design/flow/orfs finish
```

## flow/config.mk

```make
export PLATFORM = sky130hd
export DESIGN_NAME = IC192
export DESIGN_NICKNAME = IC192
export VERILOG_FILES = /design/flow/design.v
export SDC_FILE = /design/flow/constraint.sdc
export NUM_CORES = 4
export LEC_CHECK = 1
export CORE_AREA = 10 10 70 70
export DIE_AREA = 0 0 80 80
```

## flow/constraint.sdc

```tcl
current_design IC192

set clk_period 1.6
set clk_io_pct 0.2

create_clock -name clk0 -period $clk_period [get_ports {clk}]

set non_clock_inputs [all_inputs -no_clocks]
set_input_delay [expr $clk_period * $clk_io_pct] -clock clk0 $non_clock_inputs
set_output_delay [expr $clk_period * $clk_io_pct] -clock clk0 [all_outputs]
```

## flow/design.v

```verilog
module IC192(
    input wire clk,              
    input wire reset,            
    input wire pl,               
    input wire up,               
    input wire down,             
    input wire [3:0] d,          
    output reg [3:0] q,          
    output wire tcu,             
    output wire tcd              
);
    always @(posedge clk or negedge reset) begin
        if (!reset) begin
            q <= 4'b0000;  
        end else if (!pl) begin
            q <= d;  
        end else if (up && !down) begin
            if (q == 4'b1001) begin
                q <= 4'b0000;  
            end else begin
                q <= q + 1;  
            end
        end else if (!up && down) begin
            if (q == 4'b0000) begin
                q <= 4'b1001;  
            end else begin
                q <= q - 1;  
            end
        end
    end
    assign tcu = (q == 4'b1001) && up;
    assign tcd = (q == 4'b0000) && down;
endmodule
```

==> run notes <==
Main metrics from the flow reports.

The run finished with clean final reports. The delay of the slowest cell on the worst path is 470 ps. The worst hold-check slack is 287 ps. The tally of filler cells in the layout is 378. The number of optimization iterations in the first detailed-route pass came out at 4.

Setup repair after global routing left no endpoint under its margin. The total area inside the core boundary comes to 0.00342 mm2. The end-of-flow timing check tallies setup violations at 0. The number of DRC markers after the initial detailed-route iteration is 36. The share of post-route cells with drive strength above 1 came out at 44.9%. The share of the synthesized area in the top cell type came out at 26.5%. The number of synthesized register bits came out at 4. The row count is 21. STA classifies the critical path startpoint as a register. The first global-routing pass estimated 2.09 mm of wire. The minimum period implied by the final worst setup slack came out at 1540 ps.

The residual antenna-violating net count after detailed routing came out at 0. The total grt overflow came out at 0. The flip-flop count of the largest register after layout is 4.

The pin count of the biggest net entering global routing came out at 11. The area taken by multi-input combinational cells is reported as 264 um2. The total antenna diodes in the routed design is 0. The half-perimeter wire length after detailed placement came out at 1.01 mm. The critical path arrival came out at 1220 ps.

Dividing the synthesized area by the synthesized cell count gives 9.22 um2. The number of antenna violations at the first check in global routing came out at 0. The growth of design area from synthesis to finish is 87.7%. The reported max-cap violation count came out at 0. The final hold violation count is 0. The total global-route track usage came out at 4.04%. The sum of routed wire length over all layers is 1.28 mm. The minimum setup slack among reg-to-reg paths came out at 140 ps. After synthesis, the cell types taking the most area are dfrtp_1 26%, a221oi_1 4.6%, xnor2_1 4.6%. The chip area in the Yosys report is 378 um2. The origin of the critical flop-to-flop path is q[1].

The overall chip area is 0.00640 mm2. For this block, the via count after detailed routing is 439. The worst register-to-register path depth is 5. The static leakage came out at 0.000290 uW. TritonCTS built the clock tree. The detail-routed net length per standard cell came out at 11.2 um. STA lists the endpoint of the worst register-to-register path as q[2]. Per the CTS log, the root buffer master is clkbuf_4. The combinational group share of total power is 50.6%.

For this design, Yosys synthesis ends with a cell count of 41. The internal power of the cells totals 364 uW. The clock latency of the later-clocked register in the worst-skew pair is 230 ps.

The number of warnings reported in the yosys synthesis log came out at 1. The cell area power density came out at 730 mW/mm2. The clock network fraction of design power is 23.5%. The number of global-route vias before repair is 464. Listed in order, past its start point the critical path passes buf_4, clkdlybuf4s50_1. The I/O pin count came out at 15. The clock sink total came out at 4. The highest ir drop seen on vdd is 0.195 mV. The critical path is of the register to output port type.

The number of warnings in the stage logs is 26. Buffers inserted to repair hold after CTS numbered 0. Summing every instance area after synthesis gives 378 um2. The maximum buffer depth of the clock tree came out at 2. The fraction of power spent switching nets is 29.6%.

The remaining max-slew budget at the tightest pin is 77.9%. The starting utilization of the core area came out at 11.1%. The DRC violation count after routing came out at 0. The analysis attributes to net switching a power of 153 uW. In this run the number of H-tree levels came out at 1.

The proportion of synthesized chip area in sequential cells is 26.5%. The cell area after placement is 618 um2. The pin slew with the least headroom to its limit came out at 332 ps.

In this run, flip-flops and latches consume 25.9% of the power. The count of input and output buffers came out at 14. The type of destination of the critical path is an output port. For this design, the slowest cell found on the critical path is clkdlybuf4s50_1. The register with the most flip-flops is q. The detail-routed via count per cell came out at 3.82. Counting distinct cell types in the post-synthesis netlist gives 27. The worst clock skew on the final layout is 1.31 ps. The largest total area in the synthesized netlist belongs to dfrtp_1. The required time of the critical path is 1280 ps. According to the hold report, the worst path is of the input pin to asynchronous set/reset pin type. Along the worst path, the maximum fanout reaches 4. After clock tree synthesis, the clock-pin slew on the worst setup and hold paths is 40 ps.

The largest delay contributor family on the critical path is buffers and inverters. The ratio of final minimum period to clock period came out at 96.4%. The count of pins over their slew limit is 0. The cell count after synthesis came out at 41. The finished cells cover 709 um2. Clock tree synthesis inserted a total of 3 buffers. The maximum clock frequency came out at 0.648 GHz.

According to the floorplan report, the die width is 80 um. The registers reported with the highest flop counts are q (4). The placement summary gives the final routability congestion estimate as 0.852. The area taken by flip-flops and latches is 101 um2. The height of the die came out at 80 um.

The count of buffer and inverter cells on the critical path is 2.
[logic make-up (layout without fill, tap and decap cells)]
| kind of cell | after synthesis | after routing | share of synthesized area [%] |
|---|---|---|---|
| flip-flops | 4 | 4 | 26.5 |
| AND-OR/OR-AND | 10 | 10 | 24.8 |
| multiplexers | 1 | 1 | 2.98 |
| buffers and inverters | 5 | 33 | 7.61 |
| XOR/XNOR | 2 | 2 | 4.64 |
| AND/OR/NAND/NOR | 19 | 19 | 33.4 |
[layout make-up]
class	instances	area share [%]
Inverter	1	0.529
Tap cell	46	8.11
Clock buffer	3	3.17
Sequential cell	4	14.3
Multi-Input combinational cell	32	37.2
Timing Repair Buffer	29	36.7
[layer usage]
layer / wire length (um) / track usage (%) / part of all wire [%]
met5: 0 / 0 / 0
met4: 0 / 0.704 / 0
met3: 95 / 1.59 / 7.4
met2: 641 / 6.66 / 50
met1: 546 / 4.89 / 43
[worst max path at each step]
stage	from	to	slack (ps)	cells after the start
6_report	q[3]	q[3]	60	2
4_1_cts	q[2]	tcu	-20	4
5_1_grt	q[0]	tcd	10	3
[repair_timing]
item | 4_1_cts | 5_1_grt
setup endpoints to repair | 3 | 5
hold endpoints to repair | 0 | 0
gates cloned | 0 | 0
pin swaps | 1 | 1
setup buffers | 4 | 2
gates resized | 12 | 8
[cells in the mapped netlist]
cell       instances
nor2_1             3
a211oi_2           1
nand2_1            4
a221oi_1           2
or3b_4             1
dfrtp_1            4
a211o_1            1
a21bo_1            1
a31oi_1            1
nor3b_1            1
a21oi_1            1
nand2b_1           2
mux2_2             1
nand3b_1           2
and4_2             1
buf_6              1
a211o_2            1
xnor2_1            2
a2111oi_2          1
buf_2              2
and4b_2            1
nor4bb_2           1
inv_1              1
nor3_1             2
nor4_1             1
buf_1              1
o311ai_1           1
[cell usage in the layout (no fill, tap or decap), drive strengths merged, types with 2 or more instances in the layout]
master,synthesis,layout
xnor2,2,2
a211o,2,2
dlygate4sd2,0,2
clkdlybuf4s50,0,8
nand2b,2,2
buf,4,16
a221oi,2,2
dfrtp,4,4
dlymetal6s2s,0,2
nand3b,2,2
nor3,2,2
clkbuf,0,4
nor2,3,3
nand2,4,4
[metrics by stage]
step	worst slack (ps)	setup TNS, ps	instances	total power (uW)	utilization (%)
after CTS	-22.2	-43.9	113	515	20.3
after floorplan	301	0	41	233	-
after detailed placement	-316	-981	106	348	18.1
final	57.6	0	115	518	20.8
after global placement	-261	-864	106	345	18.1
after global routing	11.7	0	115	556	20.8
[power groups by stage]
stage         Sequential (uW)  Clock, uW  Combinational, uW
CTS                       134        129                251
global route              135        135                285
finish                    134        122                262
[worst register-to-register path, cell delays in order, from the launching register on]
cell and delay (ps):
dfrtp_1 410, buf_6 150, buf_4 140, nor3_1 260, a31oi_1 140, o311ai_1 250
No activity file was given, so power comes from the tool's default toggle rates.
