## ./run.sh

```bash
#!/bin/bash
# OpenROAD 26Q1-2900-gdf79404cd8, Yosys 0.63+post, stock flow scripts
make -C /OpenROAD-flow-scripts/flow DESIGN_CONFIG=/design/flow/config.mk WORK_HOME=/design/flow/orfs finish
```

## ./config.mk

```make
export PLATFORM = sky130hd
export DESIGN_NAME = DigitalClock
export DESIGN_NICKNAME = DigitalClock
export VERILOG_FILES = /design/flow/design.v
export SDC_FILE = /design/flow/constraint.sdc
export NUM_CORES = 4
export LEC_CHECK = 1
export CORE_UTILIZATION = 50
```

## ./constraint.sdc

```tcl
current_design DigitalClock

set clk_period 5.2
set clk_io_pct 0.2

create_clock -name clk0 -period $clk_period [get_ports {clk}]

set non_clock_inputs [all_inputs -no_clocks]
set_input_delay [expr $clk_period * $clk_io_pct] -clock clk0 $non_clock_inputs
set_output_delay [expr $clk_period * $clk_io_pct] -clock clk0 [all_outputs]
```

## ./design.v

```verilog
module IC47(a, b, c, d, e, f, g, A, B, C, D);
input A;
input B;
input C;
input D;
output a;
output b;
output c;
output d;
output e;
output f;
output g;
	  sA segA(A, B, C, D, a);
	  sB segB(A, B, C, D, b);
	  sC segC(A, B, C, D, c);
	  sD segD(A, B, C, D, d);
	  sE segE(A, B, C, D, e);
	  sF segF(A, B, C, D, f);
	  sG segG(A, B, C, D, g);
endmodule
module IC76(
    input clk,
    input reset,
    input set,
    input j, k,
    output reg q,
    output q_inverted
);
    assign q_inverted = ~q;
    always @(negedge clk) begin
        if (reset) begin
            q <= 1'b0;  
        end else if (set) begin
            q <= 1'b1;  
        end else begin
            case ({j, k})  
                2'b00: q <= q;       
                2'b01: q <= 1'b0;    
                2'b10: q <= 1'b1;    
                2'b11: q <= ~q;      
            endcase
        end
    end
endmodule
module IC90(
    input wire cka,               
    input wire ckb,               
    input wire r0_1,              
    input wire r0_2,              
    input wire r9_1,              
    input wire r9_2,              
    output wire [3:0] q           
);
    wire q0_inverted, q1_inverted, q2_inverted, q3_inverted;
    wire reset_all = ~(r0_1 & r0_2);
    wire set_all = ~(r9_1 & r9_2);
    IC76 divide_by_2 (
        .clk(cka),
        .reset(reset_all),   
        .set(1'b0),          
        .j(1'b1),            
        .k(1'b1),
        .q(q[0]),
        .q_inverted(q0_inverted)
    );
    IC76 divide_by_5_stage1 (
        .clk(q[0]),           
        .reset(reset_all | set_all),   
        .set(1'b0),          
        .j(1'b1),            
        .k(1'b1),
        .q(q[1]),
        .q_inverted(q1_inverted)
    );
    IC76 divide_by_5_stage2 (
        .clk(q[1]),           
        .reset(reset_all | set_all),   
        .set(1'b0),          
        .j(1'b1),            
        .k(1'b1),
        .q(q[2]),
        .q_inverted(q2_inverted)
    );
    IC76 divide_by_5_stage3 (
        .clk(q[2]),           
        .reset(reset_all),   
        .set(1'b0),          
        .j(1'b1),            
        .k(1'b1),
        .q(q[3]),
        .q_inverted(q3_inverted)
    );
endmodule
module DigitalClock(
    input wire clk,            
    input wire reset,          
    output wire [6:0] sec_ones_seg,  
    output wire [6:0] sec_tens_seg,  
    output wire [6:0] min_ones_seg,  
    output wire [6:0] min_tens_seg,  
    output wire [6:0] hour_ones_seg,  
    output wire [6:0] hour_tens_seg   
);
    reg [23:0] clk_div;
    wire clk_1hz;
    always @(posedge clk or negedge reset) begin
        if (!reset)
            clk_div <= 24'b0;
        else
            clk_div <= clk_div + 1;
    end
    assign clk_1hz = clk_div[23];  
    wire [3:0] sec_ones, sec_tens;
    wire [3:0] min_ones, min_tens;
    reg [3:0] hour_ones, hour_tens;
    wire sec_tc;  
    wire min_tc;  
    IC90 seconds_ones (
        .cka(clk_1hz),
        .ckb(1'b0),
        .r0_1(reset),
        .r0_2(reset),
        .r9_1(sec_ones == 4'd9),
        .r9_2(1'b1),
        .q(sec_ones)
    );
    IC90 seconds_tens (
        .cka(sec_ones == 4'd9),
        .ckb(1'b0),
        .r0_1(reset),
        .r0_2(reset),
        .r9_1(sec_tens == 4'd5 && sec_ones == 4'd9),
        .r9_2(1'b1),
        .q(sec_tens)
    );
    assign sec_tc = (sec_ones == 4'd9 && sec_tens == 4'd5);  
    IC90 minutes_ones (
        .cka(sec_tc),
        .ckb(1'b0),
        .r0_1(reset),
        .r0_2(reset),
        .r9_1(min_ones == 4'd9),
        .r9_2(1'b1),
        .q(min_ones)
    );
    IC90 minutes_tens (
        .cka(min_ones == 4'd9),
        .ckb(1'b0),
        .r0_1(reset),
        .r0_2(reset),
        .r9_1(min_tens == 4'd5 && min_ones == 4'd9),
        .r9_2(1'b1),
        .q(min_tens)
    );
    assign min_tc = (min_ones == 4'd9 && min_tens == 4'd5);  
    reg am_pm;  
    always @(posedge clk_1hz or negedge reset) begin
        if (!reset) begin
            hour_ones <= 4'd1;  
            hour_tens <= 4'd0;
            am_pm <= 1'b0;  
        end
        else if (min_tc) begin
            if (hour_ones == 4'd9 || (hour_tens == 4'd1 && hour_ones == 4'd2)) begin
                hour_ones <= 4'd1;  
                hour_tens <= 4'd0;
                am_pm <= ~am_pm;  
            end
            else if (hour_ones == 4'd2 && hour_tens == 4'd1) begin
                hour_ones <= 4'd1;  
                hour_tens <= 4'd0;
            end
            else begin
                hour_ones <= hour_ones + 1;
                if (hour_ones == 4'd9) begin
                    hour_ones <= 4'd0;
                    hour_tens <= hour_tens + 1;
                end
            end
        end
    end
    IC47 sec_ones_display (
        .A(sec_ones[3]),
        .B(sec_ones[2]),
        .C(sec_ones[1]),
        .D(sec_ones[0]),
        .a(sec_ones_seg[0]),
        .b(sec_ones_seg[1]),
        .c(sec_ones_seg[2]),
        .d(sec_ones_seg[3]),
        .e(sec_ones_seg[4]),
        .f(sec_ones_seg[5]),
        .g(sec_ones_seg[6])
    );
    IC47 sec_tens_display (
        .A(sec_tens[3]),
        .B(sec_tens[2]),
        .C(sec_tens[1]),
        .D(sec_tens[0]),
        .a(sec_tens_seg[0]),
        .b(sec_tens_seg[1]),
        .c(sec_tens_seg[2]),
        .d(sec_tens_seg[3]),
        .e(sec_tens_seg[4]),
        .f(sec_tens_seg[5]),
        .g(sec_tens_seg[6])
    );
    IC47 min_ones_display (
        .A(min_ones[3]),
        .B(min_ones[2]),
        .C(min_ones[1]),
        .D(min_ones[0]),
        .a(min_ones_seg[0]),
        .b(min_ones_seg[1]),
        .c(min_ones_seg[2]),
        .d(min_ones_seg[3]),
        .e(min_ones_seg[4]),
        .f(min_ones_seg[5]),
        .g(min_ones_seg[6])
    );
    IC47 min_tens_display (
        .A(min_tens[3]),
        .B(min_tens[2]),
        .C(min_tens[1]),
        .D(min_tens[0]),
        .a(min_tens_seg[0]),
        .b(min_tens_seg[1]),
        .c(min_tens_seg[2]),
        .d(min_tens_seg[3]),
        .e(min_tens_seg[4]),
        .f(min_tens_seg[5]),
        .g(min_tens_seg[6])
    );
    IC47 hour_ones_display (
        .A(hour_ones[3]),
        .B(hour_ones[2]),
        .C(hour_ones[1]),
        .D(hour_ones[0]),
        .a(hour_ones_seg[0]),
        .b(hour_ones_seg[1]),
        .c(hour_ones_seg[2]),
        .d(hour_ones_seg[3]),
        .e(hour_ones_seg[4]),
        .f(hour_ones_seg[5]),
        .g(hour_ones_seg[6])
    );
    IC47 hour_tens_display (
        .A(hour_tens[3]),
        .B(hour_tens[2]),
        .C(hour_tens[1]),
        .D(hour_tens[0]),
        .a(hour_tens_seg[0]),
        .b(hour_tens_seg[1]),
        .c(hour_tens_seg[2]),
        .d(hour_tens_seg[3]),
        .e(hour_tens_seg[4]),
        .f(hour_tens_seg[5]),
        .g(hour_tens_seg[6])
    );
endmodule
module sA(
    input A, B, C, D,
    output a
);
  assign a = (~A & C) | (~A & B & D) | (A & ~B & ~C) | (~B & ~C & ~D);
endmodule
module sB(
    input A,
    input B,
    input C,
    input D,
    output b
);
    assign b = (~A & ~B) | (~A & ~C & ~D) | (~A & C & D) | (A & ~B & ~C);
endmodule 
module sC(
    input A,
    input B,
    input C,
    input D,
    output c
);
    assign c = (~A & B) | (~A & D) | (A & ~B & ~C) | (~B & ~C & ~D);
endmodule 
module sD(
    input A,
    input B,
    input C,
    input D,
    output d
);
    assign d = (~A & ~B & C) | (~A & C & ~D) | (A & ~B & ~C) | (~B & ~C & ~D) | (~A & B & ~C & D);
endmodule 
module sE(
    input A,
    input B,
    input C,
    input D,
    output e
);
    assign e = (~A & C & ~D) | (~B & ~C & ~D);
endmodule 
module sF(
    input A,
    input B,
    input C,
    input D,
    output f
);
    assign f = (~A & ~C & ~D) | (A & ~B & ~C) | (~A & B & ~C) | (~A & B & ~D);
endmodule 
module sG(
    input A,
    input B,
    input C,
    input D,
    output g
);
    assign g = (A & ~B & ~C) | (~A & B & ~C) | (~A & ~B & C) | (~A & C & ~D);
endmodule 
```

==> results_slide.txt <==
Implementation Results

Job
  • Max Cap Violations: 0
  • Count of tool warnings: 26

STA
  • Number of unconstrained endpoints: approximately 64
  • Worst setup margin: 3.665 ns
  • Register pins left without a clock: 24
  • Hold WS: between 0.4 and 0.5 ns
  • Final period util: 0.2951
  • Fin. max-slew vios: 0
  • RSZ-0062 raised after global routing: false
  • # setup viols final: 0
  • Minimum clock period after layout: 1.535 ns
  • Setup Skew: 0.004014 ns
  • Fmax: between 600 and 700 MHz
  • Setup TNS: 0 ns
  • Final hold vios: 0

CTS
  • Worst skew pair latency: 0.26 ns
  • CTS root buf: clkbuf_8
  • Total CTS buffers: 3
  • H-Tree Depth: 1
  • CTS Hold Buffers Added: 0
  • Clock Path Buffers: 2
  • CTS tree: done
  • Post-CTS resize count: 0
  • # Post-CTS Setup Buffers: 0
  • Clock transition at path regs: approximately 0.08 ns

Die
  • Chip area: about 6200 µm²
  • Fp util: 0.5270
  • Io pins: 44
  • Chip Height: between 70 and 80 µm
  • Die Span X: between 70 and 80 µm
  • Core area: 5608 µm²
  • Row count: 27

Placement
  • PortBufs: 43
  • Placed insts: a little over 400
  • Place WS: around 3.4 ns
  • GPL Wtd Cong: ~0.83
  • HPWL Detailed: 3366 µm

Critical path
  • R2R setup slack: between 3 and 4 ns
  • Crit path required time: 5.36 ns
  • Worst Path Max Fanout: 5
  • WS Path Type: register to register
  • Crit path DAT: ~1.7 ns
  • Crit path largest cell delay: 0.38 ns
  • Slowest stage cell, crit path: dfrtp_1
  • CP Launch Type: register
  • Buf+Inv Stages, Crit Path: 0
  • CP Capture Type: register
  • Crit path max-delay family: simple AND/OR/NAND/NOR gates
  • CP Cell Sequence: ha_1, nand4_1, nor4_4, nand2_1, xnor2_1

Synthesis
  • Post-Syn Area: around 3000 µm²
  • Syn. warnings: 2
  • Cells after Synth: ~360
  • Main flop type after synthesis: dfrtp_1
  • Post-synthesis async set-or-reset flop share: 0.6667
  • Flip-flops with a built-in enable: 0
  • Top cells by area: dfrtp_1 26%, dfxtp_1 11%, buf_4 11%
  • Top cells by count: 49 x nor2_1, 42 x buf_4, 31 x dfrtp_1, 18 x a21oi_1, 17 x inv_1
  • Leading area contributor after synthesis: dfrtp_1
  • Yosys stat cell total: roughly 360
  • Yosys stat chip area: a little under 3000 µm²
  • Syn avg cell area: roughly 8.3 µm²
  • Max-area cell share: 0.2625
  • Yosys cell types: between 40 and 50
  • Synth top cell by count: nor2_1
  • Synthesized registers: ~48
  • Seq share, synth: 0.3798

Drt
  • Antenna cell count: 0
  • Remaining DRCs: 0
  • TritonRoute pass-1 iters: 4
  • Wire per inst: ~11 µm
  • Via density: a little over 5
  • DR iter-0 viols: 73
  • Routed vias: between 2000 and 2500
  • DRT antenna net count: 0
  • Total wire length: roughly 4600 µm

Global route
  • First-pass GRT wire length: 8004 µm
  • Largest net degree at the start of global routing: 35
  • Grt ovf: 0
  • Initial antenna violation count: 0
  • Vias in the first global route: ~1900
  • Total GRT Usage: 0.1599

Power and ir drop
  • P_leak: around 1.3 nW
  • Peak VDD IR: between 0.00015 and 0.0002 V
  • Pwr dens: ~100 nW/µm²
  • Power consumption: ~320 µW

Final layout
  • Synth-to-Final Area Change: 6.350%
  • Share of layout cells above drive strength 1: 0.06452
  • Post-Layout Cell Count: around 410

Run status
  • Outcome: finished, final reports clean

Hold path
  • Hold Path Class: register to register
[sequential cells by signal, summed over array words and instances, names as in the netlist]
signal and count:
minutes_ones.divide_by_2.q 1, hour_tens 4, minutes_ones.divide_by_5_stage3.q 1, seconds_ones.divide_by_5_stage2.q 1
minutes_ones.divide_by_5_stage1.q 1, hour_ones 4, seconds_tens.divide_by_5_stage1.q 1, clk_div 24
minutes_tens.divide_by_5_stage1.q 1, seconds_tens.divide_by_5_stage2.q 1, minutes_tens.divide_by_5_stage3.q 1, minutes_ones.divide_by_5_stage2.q 1
seconds_ones.divide_by_5_stage1.q 1, minutes_tens.divide_by_2.q 1, seconds_ones.divide_by_2.q 1, minutes_tens.divide_by_5_stage2.q 1
seconds_ones.divide_by_5_stage3.q 1, seconds_tens.divide_by_5_stage3.q 1, seconds_tens.divide_by_2.q 1
[final cells by class]
cell class | instances | area [µm²]
clock buffer | 4 | 55.05
fill | 528 | 2465
inverter | 19 | 71.32
multi-input combinational | 226 | 1366
sequential | 48 | 1122
tap | 72 | 90.09
timing repair buffer | 44 | 437.9
[cells in the final DEF, fill, tap and decap left out, types with 3 or more instances in the layout]
| master | count |
|---|---|
| nand4_1 | 7 |
| a21oi_1 | 18 |
| o22ai_1 | 8 |
| a21o_1 | 3 |
| dfrtp_1 | 31 |
| nand2_1 | 16 |
| o21ai_0 | 14 |
| dfxtp_1 | 16 |
| and3_1 | 7 |
| o21a_1 | 5 |
| clkbuf_8 | 4 |
| nand2b_1 | 5 |
| nand3_1 | 14 |
| and2_1 | 3 |
| xor2_1 | 12 |
| nor3_1 | 6 |
| a211oi_1 | 9 |
| nor2b_1 | 6 |
| nor2_1 | 49 |
| xnor2_1 | 15 |
| inv_1 | 17 |
| clkdlybuf4s50_1 | 43 |
[worst register-to-register path: stages (launching register included)]
cell and delay (ns):
dfrtp_1 0.38, ha_1 0.27, nand4_1 0.19, nor4_4 0.33
nand2_1 0.12, xnor2_1 0.14
[kinds of logic after synthesis]
logic type | count (synthesis) | share of synthesized area
XOR/XNOR | 27 | 0.08002
other | 1 | 0.001269
adder cells (fa/ha/maj) | 2 | 0.008466
AND-OR/OR-AND | 64 | 0.1329
multiplexers | 1 | 0.003810
buffers and inverters | 82 | 0.1592
AND/OR/NAND/NOR | 130 | 0.2346
flip-flops | 48 | 0.3798
[where the power goes]
part,internal (mW),switching [mW]
registers,0.187,0
clock network,0.0675,0.0556
logic,0.00178,0.00653
[metrics by stage]
step                  util  cell area [µm²]
finish              0.5605             3143
global route        0.5605             3143
CTS                 0.5605             3143
detailed placement  0.5506             3088
global placement    0.5506             3088
floorplan                -             2959
[per-layer routing]
metal  vias up  global-route usage  wire, µm
met5         -                   0         0
met4         0             0.01636        40
met3         4             0.01750       105
met2        35              0.2591      2064
met1       980              0.2502      2373
li1       1128                   -         -
[worst paths after layout]
check | startpoint | end | depth (start not counted)
max | clk_div[0]$_DFF_PN0_ | clk_div[22]$_DFF_PN0_ | 5
min | clk_div[0]$_DFF_PN0_ | clk_div[0]$_DFF_PN0_ | 1
max reg2reg | clk_div[0]$_DFF_PN0_ | clk_div[22]$_DFF_PN0_ | 5
min reg2reg | clk_div[0]$_DFF_PN0_ | clk_div[0]$_DFF_PN0_ | 1
max in group asynchronous | reset | clk_div[8]$_DFF_PN0_ | 2
min in group asynchronous | reset | clk_div[0]$_DFF_PN0_ | 2
Power figures rest on the tool's default switching activity, not on a simulated workload.
